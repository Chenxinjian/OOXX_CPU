$ cat flow/config.mk
export PLATFORM = sky130hd
export DESIGN_NAME = Forward
export DESIGN_NICKNAME = Forward
export VERILOG_FILES = /design/flow/design.v
export SDC_FILE = /design/flow/constraint.sdc
export NUM_CORES = 4
export LEC_CHECK = 1
export CORE_AREA = 10 10 121 121
export DIE_AREA = 0 0 131 131
$ cat flow/constraint.sdc
current_design Forward

set clk_period 5.2
set clk_io_pct 0.2

create_clock -name clk0 -period $clk_period

set non_clock_inputs [all_inputs -no_clocks]
set_input_delay [expr $clk_period * $clk_io_pct] -clock clk0 $non_clock_inputs
set_output_delay [expr $clk_period * $clk_io_pct] -clock clk0 [all_outputs]
$ cat flow/design.v
module Forward(Rs, Rt, RsVal, RtVal, _RsVal, _RtVal, 
				MM_Rd, MM_ALUOut, MM_RegWr,
				WB_Rd, WB_RegWVal, WB_RegWr);
	input wire[ 4:0]	Rs, Rt, MM_Rd, WB_Rd;
	input wire[31:0]	RsVal, RtVal, MM_ALUOut, WB_RegWVal;
	input wire	MM_RegWr, WB_RegWr;
	output reg[31:0]	_RsVal, _RtVal;
	always @(Rs or RsVal or MM_Rd or MM_ALUOut or MM_RegWr 
				or WB_Rd or WB_RegWVal or WB_RegWr) begin
		_RsVal = RsVal;
		if (Rs != 5'b0 && Rs == WB_Rd && WB_RegWr) begin
			_RsVal = WB_RegWVal;
		end
		if (Rs != 5'b0 && Rs == MM_Rd && MM_RegWr) begin
			_RsVal = MM_ALUOut;
		end
	end
	always @(Rt or RtVal or MM_Rd or MM_ALUOut or MM_RegWr 
				or WB_Rd or WB_RegWVal or WB_RegWr) begin
		_RtVal = RtVal;
		if (Rt != 5'b0 && Rt == WB_Rd && WB_RegWr) begin
			_RtVal = WB_RegWVal;
		end
		if (Rt != 5'b0 && Rt == MM_Rd && MM_RegWr) begin
			_RtVal = MM_ALUOut;
		end
	end
endmodule
$ cat flow/run.sh
#!/bin/bash
# OpenROAD 26Q1-2900-gdf79404cd8, Yosys 0.63+post, stock flow scripts
make -C /OpenROAD-flow-scripts/flow DESIGN_CONFIG=/design/flow/config.mk WORK_HOME=/design/flow/orfs finish
==> run summary <==
Notes on the flow run.

- The flow ran to the end, and the final reports show no timing, DRC or antenna violations.
- The switching component of the power was reported as 0.1555 mW.
- The final total power is about 0.37 mW, for reference.
- The portion of total power attributed to combinational logic is 100.0%, for reference.
- The area taken by flip-flops and latches is 0 um2, for reference.
- The critical path's largest stage delay is 0.60 ns, for reference.
- STA puts the critical path data required time at 4.16 ns.
- The netlist uses 18 different library cells.
- For this block, the routed nets add up to between 10000 and 15000 um of wire.
- The first routing iteration left 287 violations.
- The transition time recorded at the tightest slew-check pin is around 0.56 ns.
- The chip occupies about 17000 um2.
- The last timing report of the flow puts the setup violation total at 0.
- The cell that appears most often on the critical path is sky130_fd_sc_hd__clkdlybuf4s50_1.
- The die is 131 um tall.
- Per the STA report, the cell with the highest stage delay on the worst path is sky130_fd_sc_hd__or4_4.
- For the final routed database, the setup TNS stands at 0 ns.
- Nets still carrying antenna violations after routing amount to 0.
- The worst setup path is captured at an output port.
- The analysis attributes to cell leakage a power of between 1 and 1.5 nW.
- The critical path crosses 7 cells after its start point.
- The data arrival time reported for the critical path is 3.68 ns.
- In this run the worst hold path is classified as in2out.
- Endpoints failing hold in the final report were tallied at 0.
- The share of post-route cells with drive strength above 1 is between 5 and 6%, for reference.
- The final cycle utilization of the critical path is 90.85%, for reference.
- The post-CTS hold buffer count recorded in the log is 0.
- The share of the core filled with cells in the final layout is 35.50%, for reference.
- The vias per cell is 5.227, for reference.
- The largest net degree at the start of global routing is 33, for reference.
- The clock period minus worst slack is 4.724 ns, for reference.
- The core box area is approximately 12000 um2, for reference.
- For this run the detailed placement stage logged an HPWL of around 12000 um.
- The cell row count is 40, for reference.
- The cell type contributing the most total cell area after synthesis is sky130_fd_sc_hd__a31oi_1, for reference.
- The number of buffers inserted by port buffering is 214, for reference.
- The netlist area before placement is 1909 um2, for reference.
- The count of buffers added by post-CTS timing repair for setup is 0, for reference.
- The power per cell area is 86.39 nW/um2, for reference.
- The number of global-route vias before repair is 3527, for reference.
- The number of max-cap violations is 0, for reference.
- Summing over every cut layer, the via total after detailed routing is 3638.
- The flip-flop and latch count is 0, for reference.
- The total congestion overflow after global routing is 0, for reference.
- In the power breakdown, the internal column shows roughly 0.21 mW.
- The biggest fanout along the worst timing path is 19, for reference.
- The sequential-to-total area share from yosys stat is 0%, for reference.
- The synthesis report lists the most area-consuming cells as sky130_fd_sc_hd__a31oi_1, sky130_fd_sc_hd__nand3_1, sky130_fd_sc_hd__nor3_1, sky130_fd_sc_hd__o21ai_0, sky130_fd_sc_hd__xnor2_1.
- The count of pins over their slew limit is 0, for reference.
- The count of buffer and inverter cells on the critical path is 3, for reference.
- In this run the VDD rail shows a maximum IR drop of 99.54 uV.
- Setup repair after global routing left no endpoint under its margin.
- STA classifies the critical path startpoint as an input port.
- The clock buffers instantiated in the layout total 0.
- The end point of the critical path is _RsVal[14], for reference.
- The combined global-route utilization of all metal layers is 15.87%, for reference.
- The number of logged tool warnings is 32, for reference.
- After synthesis, the design contains 336 cells according to Yosys.
- In the synthesis report, Yosys lists the chip area as roughly 1900 um2.
- The register share of total power is 0%, for reference.
- The post-synthesis area per instance is 5.683 um2, for reference.
- The final weighted congestion recorded by global placement is 0.9899.
- The number of antenna cells inserted is 0, for reference.
- The signal on the critical path passes through clkdlybuf4s50_1 -> or4_4 -> o211ai_4 -> buf_12 -> nor3_1 -> a31oi_1 -> clkdlybuf4s50_1.
- The number of antenna violations at the first check in global routing is 0, for reference.
- The die outline width is around 130 um, for reference.
- Counting the fill cells in the layout gives roughly 1300.
- The first global-routing pass estimated approximately 21000 um of wire.
- The critical path in this run is classified as in2out.
- The count of TritonRoute iterations in the first routing pass is 5, for reference.
- The top achievable clock speed is 211.7 MHz, for reference.
- Looking at the power breakdown, the clock network takes 0% of the total.
- The effective utilization at floorplan is 15.83%, for reference.
- The family with the most delay on the worst path is buffers and inverters, for reference.
- The quantity of gates resized following cts is 0, for reference.
- The net switching share of the total power is 42.05%, for reference.
- The top cell type's share of synthesized area is a little over a fifth, for reference.
- Synthesis handed over a netlist of 336 instances.
- Per the detail_route report, routed wire per instance is 21.18 um.
- The total I/O pin count is 214, for reference.
- The detailed-route DRC error count is 0, for reference.
- The count of yosys warnings during synthesis is 1, for reference.
- The launch point of the critical path was reported as Rs[1].
- The tightest slew margin relative to the limit is 62.45%, for reference.
- The synthesis-to-layout area growth is 124.2%, for reference.
kinds of logic after synthesis:
family	share of synthesized area (%)
compound gates	41.42
xor+xnor	9.174
buf+inv	10.75
simple gates	38.66
layer usage:
metal  wire [um]  global-route usage (%)  up-vias  part of all wire, %
met4          68                  0.7848        0                 0.46
met2        6703                   26.16      238                   45
li1            -                       -     1703                    -
met1        6004                   20.62     1691                   41
met5           0                       0        -                    0
met3        1965                   5.394        6                   13
through the flow:
stage                     instance area (um2)  setup WS, ns  hold slack (ns)  std cells
after global placement                   4282        0.5237            3.034        696
final                                    4282        0.4756            3.030        696
after CTS                                4282        0.4624            3.035        696
after global routing                     4282        0.3678            3.064        696
after detailed placement                 4282        0.4615            3.029        696
after floorplan                          1909         1.929            2.174        336
Yosys cell counts, types with 3 or more instances:
library cell and count:
sky130_fd_sc_hd__a31oi_1 64, sky130_fd_sc_hd__nand3_1 64, sky130_fd_sc_hd__nor3_1 64, sky130_fd_sc_hd__o21ai_0 42
sky130_fd_sc_hd__clkbuf_1 24, sky130_fd_sc_hd__o21ai_1 22, sky130_fd_sc_hd__xnor2_1 14, sky130_fd_sc_hd__buf_2 11
sky130_fd_sc_hd__buf_4 6, sky130_fd_sc_hd__xor2_1 6, sky130_fd_sc_hd__o211ai_2 4, sky130_fd_sc_hd__clkbuf_2 3
worst min path at each step:
stage	startpoint	endpoint	slack, ns	cells past startpoint
4_1_cts	RtVal[16]	_RtVal[16]	3.04	4
5_1_grt	RsVal[15]	_RsVal[15]	3.06	4
6_report	RtVal[12]	_RtVal[12]	3.03	4
area by class of cell:
type / instances / area [um2] / share of cell area (%)
timing repair buffer: 236 / 2332 / 54.47
tap: 168 / 210.2 / 4.909
multi-input combinational: 292 / 1739 / 40.62
power groups by stage:
stage / clock network, mW / logic, mW / registers (mW)
final: 0 / 0.370 / 0
after CTS: 0 / 0.373 / 0
after global routing: 0 / 0.397 / 0
placed cells by master, fill, tap and decap left out:
cell,Yosys,layout
sky130_fd_sc_hd__o21ai_0,42,42
sky130_fd_sc_hd__nor4b_4,0,2
sky130_fd_sc_hd__o211a_1,2,2
sky130_fd_sc_hd__or4_4,2,2
sky130_fd_sc_hd__buf_4,6,20
sky130_fd_sc_hd__or4b_1,2,2
sky130_fd_sc_hd__nor3_1,64,64
sky130_fd_sc_hd__xnor2_1,14,14
sky130_fd_sc_hd__o211ai_2,4,2
sky130_fd_sc_hd__o21ai_1,22,22
sky130_fd_sc_hd__clkdlybuf4s50_1,0,214
sky130_fd_sc_hd__a31oi_1,64,64
sky130_fd_sc_hd__o211ai_4,0,2
sky130_fd_sc_hd__nand3_1,64,64
sky130_fd_sc_hd__xor2_1,6,6
sky130_fd_sc_hd__nand4_1,2,2
sky130_fd_sc_hd__or2_1,2,2
sky130_fd_sc_hd__buf_12,0,2
No activity file was given, so power comes from the tool's default toggle rates.
