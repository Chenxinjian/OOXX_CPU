File: design/flow/design.v
module ALU(In1, In2, Out, Cond, ALUFn);
	input wire[31:0]	In1, In2;
	input wire[ 3:0]	ALUFn;
	output reg[31:0]	Out;
	output wire[5:0]	Cond;
	assign Cond = {In1 < In2, In1 == In2, In1 > In2, In1[31], In1 == 32'b0, In1[31]==0 && In1 != 0};
	always @(In1 or In2 or ALUFn) begin
		case (ALUFn)
		4'h0:	Out = In1 + In2;
		4'h1: Out = In1 - In2;
		4'h2: Out = In2 << In1;
		4'h3: Out = In2 >> In1;
		4'h4: Out = {{32{In2[31]}}, In2} >> In1;
		4'h5:Out = {2{In2[31:0]}} >> In1;
		4'h6: Out = In1 & In2;
		4'h7:	Out = In1 | In2;
		4'h8:	Out = In1 ^ In2;
		4'h9:	Out = In1 ~| In2;
		endcase
	end
endmodule
module EX(EX_Shamt, EX_ALUSrc1, EX_ALUSrc2, 
			EX_RsVal, EX_RtVal, EX_Immediate, EX_ALUFn, 
			ALUOut, Cond);
	input wire[ 4:0]	EX_Shamt;
	input wire	EX_ALUSrc1, EX_ALUSrc2;
	input wire[31:0]	EX_RsVal, EX_RtVal, EX_Immediate;
	input wire[ 3:0]	EX_ALUFn;
	output wire[31:0]	ALUOut;
	output wire[5:0]	Cond;
	wire Gz, Ez, Lz, Eq;
	wire[31:0] ALUIn1 = EX_ALUSrc1 ? EX_Shamt : EX_RsVal;
	wire[31:0] ALUIn2 = EX_ALUSrc2 ? EX_Immediate : EX_RtVal;
	ALU alu(ALUIn1, ALUIn2, ALUOut, Cond, EX_ALUFn);
endmodule
File: design/flow/constraint.sdc
current_design EX

set clk_period 17.7
set clk_io_pct 0.2

create_clock -name clk0 -period $clk_period

set non_clock_inputs [all_inputs -no_clocks]
set_input_delay [expr $clk_period * $clk_io_pct] -clock clk0 $non_clock_inputs
set_output_delay [expr $clk_period * $clk_io_pct] -clock clk0 [all_outputs]
File: design/flow/run.sh
#!/bin/bash
# OpenROAD 26Q1-2900-gdf79404cd8, Yosys 0.63+post, stock flow scripts
make -C /OpenROAD-flow-scripts/flow DESIGN_CONFIG=/design/flow/config.mk WORK_HOME=/design/flow/orfs finish
File: design/flow/config.mk
export PLATFORM = sky130hd
export DESIGN_NAME = EX
export DESIGN_NICKNAME = EX
export VERILOG_FILES = /design/flow/design.v
export SDC_FILE = /design/flow/constraint.sdc
export NUM_CORES = 4
export LEC_CHECK = 1
export CORE_UTILIZATION = 50
==> run notes <==
The overall routing resource usage was 0.497; the proportion of layout cells with a drive suffix above 1 was 0.0700. With the total standard cell area after synthesis at 11800 µm², the number of warnings in the stage logs is 97. Entering global routing, the biggest net connects 74 pins.

The flip-flop count of the largest register after layout was 32; the detailed placer's ending HPWL was 46.6 mm. Between the synthesized netlist and the finished layout, the area growth was recorded as 13.5%. Top achievable clock speed: 0.0777 GHz. For this run, design rule violations remaining after detail routing come to 0. The core region area is 22800 µm². The number of standard cells reported by yosys is 1739. Recorded from the global router log, the overflow total was 0.

STA classifies the critical path startpoint as an input port. Count of flip-flops with a built-in enable after synthesis: 0. With the total detailed-routing wirelength at 59.6 mm, the internal power contribution is 202 µW. The leakage dissipation is 5.71 nW. The post-detailed-route via-to-cell ratio was 7.12. For this design the top-level I/O count stands at 145.

In the log, the iteration count for the first detailed-route pass is 8. With the final clock period utilization by the worst path at 0.728, the sum of negative setup slack is 0 ns. The average footprint of a synthesized cell came out at 6.77 µm². Counting instances in the post-synthesis netlist gives the leading cell types as 171 x mux2i_1, 162 x nand2_1, 160 x nor2_1. Together, buffers and inverters on the worst path number 6. The launch point of the worst min-delay path is recorded as EX_RsVal[31]. The tools report the final RePlAce weighted congestion as 1.14.

The number of warnings reported in the yosys synthesis log is 1. The die is 156 µm tall. The detailed-route wire length per cell is 28.4 µm, and the total of flip-flops plus latches after synthesis is 32. Total number of placement rows: 55. In this run, post-CTS repair resized a total of 0 instances. Cell area after layout: 13400 µm².

The critical path maximum fanout is 73. Looking at the post-CTS report, the setup buffer insertion count equals 0. The count of cell types in the netlist is 89, and the maximum single-stage delay on the critical path is 0.89 ns. Share of the core filled with cells in the final layout: 0.585. The run gives 0 as the count of final hold-check violations. The post-route minimum period works out to 12.88 ns.

The relative slew slack came out at 0.241. The first global-routing pass estimated 87.5 mm of wire. Detailed-route iteration 0 reported a violation count of 1993. The flow ran to the end, and the final reports show no timing, DRC or antenna violations.

The initial antenna violation count came out at 3. Setup repair after global routing left no endpoint under its margin. The run gives 1739 for the number of cells produced by synthesis. In the post-synthesis netlist, the biggest area contributors are mux2i_1 15%, ha_1 10%, o21ai_0 5.2%.

The required arrival time at the worst endpoint was 14.16 ns; the number of vias after detailed routing was 15.0k. The slowest stage of the critical path belongs to the cell a2111oi_2. The buffer_ports step reported a buffer count of 145.

The signal on the critical path passes through buf_2, buf_4, mux2i_4, buf_4, inv_2, buf_4, ha_1, o311a_1, o21ai_0, a31oi_1, a2111oi_2, o21ai_0, a211o_1, a21oi_1, clkdlybuf4s50_1. The run gives 9.34 ns for the arrival time reported for the critical path endpoint. The share of flip-flops with an asynchronous set or reset is 0. The library cell with the largest summed area after synthesis was mux2i_1.

The net switching power was 343 µW. The worst hold path cell count was 4; the worst supply voltage drop on vdd was 25.1 µV. The floorplan die width was 156 µm; the die area was 24200 µm².

The STA report counts the stages on the worst setup path as 15. The timer found 32 register pins that no clock reaches; their paths are not timed. Counting stages on the worst path, the most repeated cell is buf_4. According to the Yosys statistics, the synthesized design has a chip area of 11800 µm². With the share of the core filled by cells before placement at 0.516, the count of endpoints without a timing constraint is 64. By instance count, the leading cell after synthesis is mux2i_1. For the number of hold buffers added after cts, the log shows 0. The flow reported a cell area power density of 40.7 nW/µm². The via count of the first global-routing pass came out at 13.5k. The synthesis report names the predominant flop master as dlxtn_1.

The type of the worst setup path was in2out. In this run the worst hold path is classified as in2out. The slew at the pin closest to its max-slew limit came out at 1.13 ns.

The number of endpoints failing setup at the final stage is 0. Detailed placement reports a standard cell area of 13400 µm².

The run gives 2098 as the number of placed instances with taps included. The share of total power consumed by net switching is 0.629. For the count of max-cap constraint violations, the log shows 0. The top cell type's share of synthesized area is 0.145.

The tools report the category of the worst setup path capture point as an output port. Once detail routing completed, the nets flagged for antenna violations numbered 0. The top cell family by delay on the critical path was AND-OR/OR-AND gates. For hold timing, the worst endpoint is Cond[2]. Max-slew check failures listed in the final report amount to 0. The run gives 2100 for the number of cells in the finished layout apart from fillers.
## layout make-up
class	instances	area [µm²]
Inverter	102	383
Fill cell	2197	9480
Timing Repair Buffer	188	1760
Sequential cell	32	480
Tap cell	313	392
Multi-Input combinational cell	1463	10300
Antenna cell	2	5.00
## layer usage
| metal | track usage | wire length (µm) | vias up | part of all wire |
|---|---|---|---|---|
| met5 | 0 | 25 | - | 0.00042 |
| met4 | 0.312 | 4770 | 4 | 0.080 |
| met3 | 0.156 | 9090 | 251 | 0.15 |
| met2 | 0.691 | 23400 | 1265 | 0.39 |
| met1 | 0.665 | 22300 | 6810 | 0.37 |
| li1 | - | - | 6621 | - |
## per-stage QoR
stage | hold WS [ns] | power (mW) | setup WS [ns]
global route | 8.24 | 0.570 | 4.64
global placement | 8.20 | 0.517 | 5.19
detailed placement | 8.20 | 0.516 | 5.07
finish | 8.23 | 0.545 | 4.82
CTS | 8.20 | 0.519 | 5.04
floorplan | 7.21 | 0.336 | 6.84
## placed cells by master (no fill, tap or decap), drive strengths merged, types with 13 or more instances in the layout
master / count
nor2: 160
o21ai: 128
o211ai: 34
mux2: 29
nor3: 61
nand2b: 36
a221oi: 43
a211oi: 29
o311ai: 13
or3: 13
nand2: 162
a21oi: 117
a31oi: 27
ha: 96
nand3: 48
clkdlybuf4s50: 143
mux2i: 185
inv: 101
o22ai: 19
buf: 45
nor4: 15
dlxtn: 32
a21o: 16
## kinds of logic after synthesis
family | after synthesis | share of synthesized area
AND-OR/OR-AND | 574 | 0.330
XOR/XNOR | 8 | 0.00595
adder cells (fa/ha/maj) | 98 | 0.105
buffers and inverters | 244 | 0.0872
latches | 32 | 0.0408
multiplexers | 220 | 0.205
AND/OR/NAND/NOR | 563 | 0.226
## worst max-delay path by stage
stage / from / to / slack [ns]
finish: EX_ALUSrc1 / Cond[5] / 4.82
global route: EX_ALUSrc1 / Cond[5] / 4.64
CTS: EX_ALUSrc1 / Cond[5] / 5.04
## power groups by stage
stage / Clock, mW / Sequential, mW / Combinational [mW]
4_1_cts: 0 / 0.0138 / 0.505
5_1_grt: 0 / 0.0144 / 0.555
Power and IR drop assume default switching activity.
